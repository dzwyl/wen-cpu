$ cat /design/flow/design.v
module channel_ctrl(
    input clk,
    input rstn,
    input req_0,
    input req_1,
    input req_2,
    input req_3,
    output wr,
    output rd,
    output [31:0] addr,      
    output [31:0] wdata,
    input  [31:0] rdata,
    input         rd_en,
    input en_0,
    input en_1,
    input en_2,
    input en_3,
    input target_0,
    input target_1,
    input target_2,
    input target_3,
    input [9:0] ch_0_size,
    input [9:0] ch_1_size,
    input [9:0] ch_2_size,
    input [9:0] ch_3_size,
    input [31:0] ch_0_sour,
    input [31:0] ch_0_dest,
    input [31:0] ch_1_sour,
    input [31:0] ch_1_dest,
    input [31:0] ch_2_sour,
    input [31:0] ch_2_dest,
    input [31:0] ch_3_sour,
    input [31:0] ch_3_dest,
    input fifo_0_empty,
    input fifo_1_empty,
    input fifo_2_empty,
    input fifo_3_empty,
    input fifo_0_full,
    input fifo_1_full,
    input fifo_2_full,
    input fifo_3_full,
    output wr_fifo_0,
    output [31:0] wr_fifo_data_0,
    output rd_fifo_0,
    input  [31:0] rd_fifo_data_0,
    output wr_fifo_1,
    output [31:0] wr_fifo_data_1,
    output rd_fifo_1,
    input  [31:0] rd_fifo_data_1,
    output wr_fifo_2,
    output [31:0] wr_fifo_data_2,
    output rd_fifo_2,
    input  [31:0] rd_fifo_data_2,
    output wr_fifo_3,
    output [31:0] wr_fifo_data_3,
    output rd_fifo_3,
    input  [31:0] rd_fifo_data_3,
    input hready_in,
    output req_done,
    output reg ch_0_t0_done,             
    output reg ch_1_t0_done,
    output reg ch_2_t0_done,
    output reg ch_3_t0_done
);
parameter MAX_TRANS=8;
parameter TRANS_W=3; 
reg [9:0] cnt_t0_0;
reg [9:0] cnt_t0_1;
reg [9:0] cnt_t0_2;
reg [9:0] cnt_t0_3;
reg [TRANS_W-1:0] t0_cnt;
wire              t0_mt_done;                   
wire              peri_t0_req;
wire              peri_t1_req;
wire              mem_t0_req;
wire              mem_t1_req;
wire             ch0_t0_en;
wire             ch1_t0_en;
wire             ch2_t0_en;
wire             ch3_t0_en;
wire             ch0_t1_en;
wire             ch1_t1_en;
wire             ch2_t1_en;
wire             ch3_t1_en;
reg   [31:0]     rd_addr_0;
reg   [31:0]     rd_addr_1;
reg   [31:0]     rd_addr_2;
reg   [31:0]     rd_addr_3;
wire  [31:0]     t0_rm_addr;         
wire  [31:0]     t0_wp_addr;         
reg              t0_wr;
reg              t0_rd;
wire             t0_done;               
wire  [31:0]     t1_rp_addr;
wire  [31:0]     t1_wm_addr;
reg              t1_wr;
reg              t1_rd;
wire            wr_fifo;
wire     [31:0] wr_fifo_data;
wire            rd_fifo;
reg             en_0_d;
reg             en_1_d;
reg             en_2_d;
reg             en_3_d;
wire            en_0_r;
wire            en_1_r;
wire            en_2_r;
wire            en_3_r;
reg             en_0_r_d;
reg             en_1_r_d;
reg             en_2_r_d;
reg             en_3_r_d;
reg   [31:0] rd_addr_t1_0;
reg   [31:0] rd_addr_t1_1;
reg   [31:0] rd_addr_t1_2;
reg   [31:0] rd_addr_t1_3;
reg [5:0] s0_cs;
reg [5:0] s0_ns;
parameter S0_IDLE   = 6'b000000;
parameter S0_R_M    = 6'b000001;
parameter S0_WAIT_R = 6'b000010;
parameter S0_W_P    = 6'b000100;
parameter S0_WAIT_W = 6'b001000;
assign ch0_t0_en=en_0==1 && target_0==0;     
assign ch1_t0_en=en_1==1 && target_1==0;
assign ch2_t0_en=en_2==1 && target_2==0;
assign ch3_t0_en=en_3==1 && target_3==0;
assign peri_t0_req =(req_0 && ch0_t0_en && fifo_0_empty==0) || 
                    (req_1 && ch1_t0_en && fifo_1_empty==0) ||
                    (req_2 && ch2_t0_en && fifo_2_empty==0) ||
                    (req_3 && ch3_t0_en && fifo_3_empty==0) ;
assign mem_t0_req=(ch0_t0_en | ch1_t0_en | ch2_t0_en | ch3_t0_en ) && (~t0_done);   
always @(posedge clk or negedge rstn)
    if (!rstn)
        s0_cs<=S0_IDLE;
    else 
        s0_cs<=s0_ns;
always @(*)
    case (s0_cs)
        S0_IDLE: if (peri_t0_req)
                    s0_ns=S0_W_P;
                 else if (mem_t0_req)
                    s0_ns=S0_R_M;
                 else 
                    s0_ns=S0_IDLE;
        S0_R_M:  s0_ns=S0_WAIT_R;
        S0_WAIT_R: if (rd_en && (t0_mt_done || t0_done ))        
                        s0_ns=S0_IDLE;
                   else if (rd_en && (~t0_mt_done)) 
                        s0_ns=S0_R_M;
                   else 
                        s0_ns=S0_WAIT_R;
        S0_W_P:  s0_ns=  S0_WAIT_W;
        S0_WAIT_W: if (hready_in)
                      s0_ns=S0_IDLE;
                   else 
                      s0_ns=  S0_WAIT_W;
        default : s0_ns=S0_IDLE;
    endcase
always @(posedge clk or negedge rstn)             
    if (!rstn)
        cnt_t0_0<=0;
    else if (target_0)
        cnt_t0_0<=0;
    else if (en_0 && s0_cs==S0_R_M)
        cnt_t0_0<=cnt_t0_0+1;
always @(posedge clk or negedge rstn)
    if (!rstn)
        cnt_t0_1<=0;
    else if (target_1)
        cnt_t0_1<=0;
    else if (en_1 && s0_cs==S0_R_M)
        cnt_t0_1<=cnt_t0_1+1;
always @(posedge clk or negedge rstn)
    if (!rstn)
        cnt_t0_2<=0;
    else if (target_2)
        cnt_t0_2<=0;
    else if (en_2 && s0_cs==S0_R_M)
        cnt_t0_2<=cnt_t0_2+1;
always @(posedge clk or negedge rstn)
    if (!rstn)
        cnt_t0_3<=0;
    else if (target_3)
        cnt_t0_3<=0;
    else if (en_3 && s0_cs==S0_R_M)
        cnt_t0_3<=cnt_t0_3+1;
always @(posedge clk or negedge rstn)
    if (!rstn)
        t0_cnt<={(TRANS_W){1'b0}};
    else if (s0_cs==S0_IDLE)
        t0_cnt<={(TRANS_W){1'b0}};
    else if(s0_cs==S0_R_M)
        t0_cnt<=t0_cnt+1;
assign t0_mt_done=t0_cnt==0 && s0_cs==S0_WAIT_R;
always @(posedge clk or negedge rstn)
    if (!rstn)
        ch_0_t0_done<=0;
    else if (en_0 && target_0==0 && cnt_t0_0==ch_0_size)
        ch_0_t0_done<=1;
always @(posedge clk or negedge rstn)
    if (!rstn)
        ch_1_t0_done<=0;
    else if (en_1 && target_1==0 && cnt_t0_1==ch_1_size)
        ch_1_t0_done<=1;
always @(posedge clk or negedge rstn)
    if (!rstn)
        ch_2_t0_done<=0;
    else if (en_2 && target_2==0 && cnt_t0_2==ch_2_size)
        ch_2_t0_done<=1;
always @(posedge clk or negedge rstn)
    if (!rstn)
        ch_3_t0_done<=0;
    else if (en_3 && target_3==0 && cnt_t0_3==ch_3_size)
        ch_3_t0_done<=1;
assign t0_done=ch_0_t0_done | ch_1_t0_done | ch_2_t0_done | ch_3_t0_done;
always @(posedge clk or negedge rstn)
    if (!rstn)
        t0_wr<=0;
    else if (s0_cs==S0_W_P)
        t0_wr<=1;
    else 
        t0_wr<=0;
always @(posedge clk or negedge rstn)
    if (!rstn)
        t0_rd<=0;
    else if (s0_cs==S0_R_M)
        t0_rd<=1;
    else 
        t0_rd<=0;
always @(posedge clk or negedge rstn)
    if (!rstn)
        rd_addr_0<=0;
    else if (en_0 && cnt_t0_0==0)
        rd_addr_0<=ch_0_sour;
    else if (en_0 && s0_cs==S0_R_M)
        rd_addr_0<=rd_addr_0+4;              
always @(posedge clk or negedge rstn)
    if (!rstn)
        rd_addr_1<=0;
    else if (en_1 && cnt_t0_1==0)
        rd_addr_1<=ch_1_sour;
    else if (en_1 && s0_cs==S0_R_M)
        rd_addr_1<=rd_addr_1+4;
always @(posedge clk or negedge rstn)
    if (!rstn)
        rd_addr_2<=0;
    else if (en_2 && cnt_t0_2==0)
        rd_addr_2<=ch_2_sour;
    else if (en_2 && s0_cs==S0_R_M)
        rd_addr_2<=rd_addr_2+4;
always @(posedge clk or negedge rstn)
    if (!rstn)
        rd_addr_3<=0;
    else if (en_3 && cnt_t0_3==0)
        rd_addr_3<=ch_3_sour;
    else if (en_3 && s0_cs==S0_R_M)
        rd_addr_3<=rd_addr_3+4;
assign t0_rm_addr=(en_0)?rd_addr_0:
                  (en_1)?rd_addr_1:
                  (en_2)?rd_addr_2:
                  (en_3)?rd_addr_3:'d0;
assign t0_wp_addr=(en_0)?ch_0_dest:
                  (en_1)?ch_1_dest:
                  (en_2)?ch_2_dest:
                  (en_3)?ch_3_dest:'d0;
reg [5:0] s1_cs;
reg [5:0] s1_ns;
parameter S1_IDLE   = 6'b000000;
parameter S1_R_P    = 6'b000001;
parameter S1_WAIT_R = 6'b000010;
parameter S1_W_M    = 6'b000100;
parameter S1_WAIT_W = 6'b001000;
assign ch0_t1_en=en_0==1 && target_0==1;
assign ch1_t1_en=en_1==1 && target_1==1;
assign ch2_t1_en=en_2==1 && target_2==1;
assign ch3_t1_en=en_3==1 && target_3==1;
assign peri_t1_req =(req_0 && ch0_t1_en && fifo_0_full==0) ||
                    (req_1 && ch1_t1_en && fifo_1_full==0) ||
                    (req_2 && ch2_t1_en && fifo_2_full==0) ||
                    (req_3 && ch3_t1_en && fifo_3_full==0) ;  
assign mem_t1_req=ch0_t1_en | ch1_t1_en | ch2_t1_en | ch3_t1_en;  
always @(posedge clk or negedge rstn)
    if (!rstn)
        s1_cs<=S1_IDLE;
    else 
        s1_cs<=s1_ns;
always @(*)
    case (s1_cs)
        S1_IDLE: if (peri_t1_req)
                    s1_ns=S1_R_P;
                 else if (mem_t1_req)
                    s1_ns=S1_W_M;
                 else 
                    s1_ns=S1_IDLE;
        S1_R_P:  s1_ns=S1_WAIT_R;
        S1_WAIT_R: if (rd_en)
                        s1_ns=S1_IDLE;
                   else 
                        s1_ns=S1_WAIT_R;
        S1_W_M:  s1_ns=  S1_WAIT_W;
        S1_WAIT_W: if (hready_in)
                      s1_ns=S1_IDLE;
                   else 
                      s1_ns=  S1_WAIT_W;
        default : s1_ns=S1_IDLE;
    endcase 
always @(posedge clk or negedge rstn)
    if (!rstn)
        t1_wr<=0;
    else if (s1_cs==S1_W_M)
        t1_wr<=1;
    else 
        t1_wr<=0;
always @(posedge clk or negedge rstn)
    if (!rstn)
        t1_rd<=0;
    else if (s1_cs==S1_R_P)
        t1_rd<=1;
    else 
        t1_rd<=0;
always @(posedge clk or negedge rstn)
    if (!rstn) begin
        en_0_d<=0;
        en_1_d<=0;
        en_2_d<=0;
        en_3_d<=0;
    end
    else begin
        en_0_d<=en_0;
        en_1_d<=en_1;
        en_2_d<=en_2;
        en_3_d<=en_3;
    end
assign en_0_r=en_0 && (~en_0_d);
assign en_1_r=en_1 && (~en_1_d); 
assign en_2_r=en_2 && (~en_2_d);
assign en_3_r=en_3 && (~en_3_d);
always @(posedge clk or negedge rstn)
    if (!rstn) 
        en_0_r_d<=0;
    else if (en_0_r)
        en_0_r_d<=1;
always @(posedge clk or negedge rstn)
    if (!rstn) 
        en_1_r_d<=0;
    else if (en_1_r)
        en_1_r_d<=1;
always @(posedge clk or negedge rstn)
    if (!rstn) 
        en_2_r_d<=0;
    else if (en_2_r)
        en_2_r_d<=1;
always @(posedge clk or negedge rstn)
    if (!rstn) 
        en_3_r_d<=0;
    else if (en_3_r)
        en_3_r_d<=1;
always @(posedge clk or negedge rstn)
    if (!rstn)
        rd_addr_t1_0<=0;
    else if (en_0_r && (en_0_r_d==0) && (target_0==1) )
        rd_addr_t1_0<=ch_0_dest;
    else if (en_0 && s1_cs==S1_WAIT_W)
        rd_addr_t1_0<=rd_addr_t1_0+4;
always @(posedge clk or negedge rstn)
    if (!rstn)
        rd_addr_t1_1<=0;
    else if (en_1_r && (en_1_r_d==0) && (target_1==1) )
        rd_addr_t1_1<=ch_1_dest;
    else if (en_1 && s1_cs==S1_WAIT_W)
        rd_addr_t1_1<=rd_addr_t1_1+4;
always @(posedge clk or negedge rstn)
    if (!rstn)
        rd_addr_t1_2<=0;
    else if (en_2_r && (en_2_r_d==0) && (target_2==1) )
        rd_addr_t1_2<=ch_2_dest;
    else if (en_2 && s1_cs==S1_WAIT_W)
        rd_addr_t1_2<=rd_addr_t1_2+4;
always @(posedge clk or negedge rstn)
    if (!rstn)
        rd_addr_t1_3<=0;
    else if (en_3_r && (en_3_r_d==0) && (target_3==1) )
        rd_addr_t1_3<=ch_3_dest;
    else if (en_3 && s1_cs==S1_WAIT_W)
        rd_addr_t1_3<=rd_addr_t1_3+4;
assign t1_rp_addr=(en_0) ? ch_0_sour:(
                  (en_1) ? ch_1_sour:(
                  (en_2) ? ch_2_sour:(
                  (en_3) ? ch_3_sour: 0
                  )
                  )
                  );
assign t1_wm_addr=(en_0) ? rd_addr_t1_0:(
                  (en_1) ? rd_addr_t1_1:(
                  (en_2) ? rd_addr_t1_2:(
                  (en_3) ? rd_addr_t1_3: 0
                  )
                  )
                  );
assign wr_fifo      =rd_en; 
assign wr_fifo_data =rdata;
assign rd_fifo_t0   =s0_cs==S0_W_P;
assign rd_fifo_t1   =s1_cs==S1_W_M;
assign rd_fifo      =rd_fifo_t0 | rd_fifo_t1;
assign wr_fifo_0    =en_0 && wr_fifo;
assign rd_fifo_0    =en_0 && rd_fifo;
assign wr_fifo_data_0 = (en_0)? wr_fifo_data:0;
assign wr_fifo_1    =en_1 && wr_fifo;
assign rd_fifo_1    =en_1 && rd_fifo;
assign wr_fifo_data_1 = (en_1)? wr_fifo_data:0;
assign wr_fifo_2    =en_2 && wr_fifo;
assign rd_fifo_2    =en_2 && rd_fifo;
assign wr_fifo_data_2 = (en_2)? wr_fifo_data:0;
assign wr_fifo_3    =en_3 && wr_fifo;
assign rd_fifo_3    =en_3 && rd_fifo;
assign wr_fifo_data_3 = (en_3)? wr_fifo_data:0;
assign addr =(t0_rd)? t0_rm_addr:(
             (t0_wr)? t0_wp_addr:(
             (t1_rd)? t1_rp_addr:(
             (t1_wr)? t1_wm_addr:0
             )
             )
             );
assign wdata =(wr)?(
              (en_0)?rd_fifo_data_0:(
              (en_1)?rd_fifo_data_1:(
              (en_2)?rd_fifo_data_2:(
              (en_3)?rd_fifo_data_3:0
              )
              )
              )
              ):0;
assign  wr  =t0_wr |  t1_wr;
assign  rd  =t0_rd |  t1_rd;
assign req_done =(rd_en && t0_mt_done) || (rd_en && t0_done ) || 
                 (s0_cs==S0_WAIT_W && hready_in) || (s1_cs==S1_WAIT_R && rd_en)
                 || (s1_cs==S1_WAIT_W && hready_in);
endmodule
$ cat /design/flow/run.sh
#!/bin/bash
# OpenROAD 26Q1-2900-gdf79404cd8, Yosys 0.63+post, stock flow scripts
make -C /OpenROAD-flow-scripts/flow DESIGN_CONFIG=/design/flow/config.mk WORK_HOME=/design/flow/orfs finish
$ cat /design/flow/config.mk
export PLATFORM = sky130hd
export DESIGN_NAME = channel_ctrl
export DESIGN_NICKNAME = channel_ctrl
export VERILOG_FILES = /design/flow/design.v
export SDC_FILE = /design/flow/constraint.sdc
export NUM_CORES = 4
export LEC_CHECK = 1
export CORE_AREA = 10 10 375 375
export DIE_AREA = 0 0 385 385
$ cat /design/flow/constraint.sdc
current_design channel_ctrl

set clk_period 21.3
set clk_io_pct 0.2

create_clock -name clk0 -period $clk_period [get_ports {clk}]

set non_clock_inputs [all_inputs -no_clocks]
set_input_delay [expr $clk_period * $clk_io_pct] -clock clk0 $non_clock_inputs
set_output_delay [expr $clk_period * $clk_io_pct] -clock clk0 [all_outputs]
==> summary.txt <==
Outcome: finished clean
DP Cell Count: 5274
Placer Congestion: 1.06
Largest driver fanout on the critical path: 72
Routed length on met1: 58800 µm
Combined area of the multi-input logic cells: 0.0146 mm²
Share of cells above drive strength 1: 0.0515
Floorplan utilization: 0.180
Complex-gate fraction of the synthesized area: 0.209
Clock Latency Late Sink: 0.60 ns
Async set or reset register ratio after synthesis: 1.00
Time the final worst path needs with I/O delays and setup: 12.89 ns
Worst Path Class, Setup: primary input to primary output
Number of DRC markers in iteration 0: 3258
Antenna-violating nets left: 0
Gate count of the mapped netlist: 3019
Worst ir drop on vdd: 0.0520 mV
Sum of negative setup slack: 0 ns
Setup repair after global routing missed its margin: no
Cts-stage hold buffer count: 0
Number of enable flip-flop cells: 0
Most area-consuming cells after synthesis: dfrtp_1 (34%), xor2_1 (6.8%), nand2_1 (6.2%)
Predominant post-synthesis flop cell: dfrtp_1
Hold Path Class: flop to flop
Number of antenna violations at the first check in global routing: 49
Power per Cell Area: 56.8 mW/mm²
CTS tree: yes
Total of flip-flops plus latches after synthesis: 325
I/O pin total: 687
Cts bufs inserted: 42
Distinct cells, synth: 76
Number of hold violations in the final report: 0
Arrival time at the worst endpoint: 8.63 ns
Detailed-router iteration count before antenna repair: 8
CTS H-tree depth: 2
Critical Path RT: 17.04 ns
Core box area: 0.132 mm²
Die boundary height: 385 µm
Slew Viols, Final: 0
Mean instance size in the synthesized netlist: 7.88 µm²
Relative slew slack: 0.133
Final setup viols: 0
Synth Warn #: 3
Rows: 133
Avg WL per Cell: 29.5 µm
Remaining Overflow, GRT: 0
Tally of buffers added on design ports: 686
Startpoint Class: primary input
Synthesized cell area: 0.0238 mm²
Detailed placer's ending HPWL: 129000 µm
Number of filler instances in the final layout: 14100
Maximum number of pins on one net before global-route repair: 115
Area occupied by registers: 0.00814 mm²
Setup fix buffers added after clock tree synthesis: 0
Wire length reported by the detailed router: 158000 µm
Main logic family after synthesis: simple AND/OR/NAND/NOR gates
Yosys top cell by instances: nand2_1
Multiplexer share of the synthesized area: 0.0108
Total cells reported by yosys after synthesis: 3019
Via Count: 26900
Sort of element at the end of the critical path: primary output
Overall fraction of global-route tracks in use: 0.207
Worst Skew: 0.0298 ns
Die width: 385 µm
Cell taking the most area after synthesis: dfrtp_1
Number of global-route vias before repair: 26100
Crit share post-route: 0.605
Area fraction in and, or, nand and nor cells: 0.281
Root Buffer: clkbuf_16
Met2 routed WL: 70900 µm
Top Layer Used: met5
Tally of non-filler cells in the final layout: 5359
Total number of warnings across the stage logs: 33
Number of cells upsized or downsized after cts: 0
Number of violations of the max-capacitance limit: 0
Clock buffer depth: 3
Die Size: 0.148 mm²
Worst Max-Slew Pin Slew: 1.29 ns
Via density per instance: 5.01
Clock Sink Count: 325
Layout overhead on the synthesized area: 42.2%
Number of DRC violations after detailed routing: 0
Global-route wire length before repair: 212000 µm
Commonest cells post-synth: nand2_1 (391), dfrtp_1 (323), nor2_1 (295)
YS chip area: 0.0238 mm²
Leakage dissipation: 12.5 nW
Post-synth seq share: 0.342
Share of Yosys cell area claimed by the top area cell type: 0.340
Fmax: 77.5 MHz
Adder-Cell Fraction of Synth Area: 0.00947
Xor and xnor fraction of the mapped netlist area: 0.101
Register clock-pin slew on the reported worst setup and hold paths: 0.06 ns
Met3 wire len: 22800 µm
-- through the flow --
stage	power, mW	hold WS (ns)	setup slack [ns]	area (µm²)	util
after floorplan	0.887	0.355	11.53	23800	-
after global placement	1.15	0.370	8.57	32300	0.245
after detailed placement	1.15	0.375	8.60	32300	0.245
after CTS	1.93	0.389	8.60	33800	0.256
after global routing	2.00	0.406	8.29	33800	0.256
final	1.92	0.393	8.41	33800	0.256
-- layout by cell type, fill, tap and decap left out, types with 10 or more instances in the layout --
cell type,n
o31ai_1,26
clkbuf_16,42
o21ai_0,222
ha_1,18
o22ai_1,20
nor2b_1,16
o211ai_1,40
nand4_1,82
nor4_1,33
o21ai_1,13
o311a_1,11
clkbuf_8,10
xnor2_1,90
mux2i_1,11
mux2_2,11
dfrtp_1,323
a221oi_1,119
a31oi_1,17
and4_1,32
xor2_1,185
diode_2,12
nor3_1,75
and2_1,160
nor2_1,294
inv_1,36
and3_1,60
a22oi_1,73
a21oi_1,167
nand2_1,390
nand3_1,117
clkdlybuf4s50_1,681
buf_4,50
-- flip-flops by register name (all words and copies together) (netlist names), 3 cells and up --
signal	count
cnt_t0_0	10
cnt_t0_1	10
cnt_t0_2	10
cnt_t0_3	10
rd_addr_0	32
rd_addr_1	32
rd_addr_2	32
rd_addr_3	32
rd_addr_t1_0	32
rd_addr_t1_1	32
rd_addr_t1_2	32
rd_addr_t1_3	32
s0_cs	5
s1_cs	5
t0_cnt	3
-- cell type report --
class                           instances  share of cell area
Inverter                               40             0.00448
Clock inverter                         18             0.00773
Clock buffer                           55              0.0355
Tap cell                             1755              0.0649
Timing Repair Buffer                  737               0.215
Antenna cell                           12            0.000888
Multi-Input combinational cell       2417               0.431
Sequential cell                       325               0.241
-- logic make-up after synthesis --
group           Yosys count
compound gates          769
xor+xnor                275
fa+ha+maj                18
buf+inv                 277
flops                   325
mux                      24
simple gates           1331
-- metal layers --
layer / GRT usage / vias to the layer above
met5: 0.00390 / -
met4: 0.0563 / 38
met3: 0.115 / 259
met2: 0.315 / 1638
met1: 0.251 / 13000
li1: - / 12000
-- report_power, final --
part	leakage [nW]	total [mW]	switching, mW	internal [mW]
sequential	4.04	0.747	0.0770	0.670
clock	0.723	0.775	0.315	0.460
combinational	7.70	0.397	0.212	0.185
total	12.5	1.92	0.605	1.31
-- worst paths after layout --
| check | from | endpoint | slack [ns] | depth (start not counted) |
|---|---|---|---|---|
| max | en_2 | addr[26] | 8.41 | 9 |
| min | s1_cs[4] | t1_rd | 0.39 | 0 |
| max reg2reg | cnt_t0_3[0] | rd_addr_3[10] | 18.56 | 8 |
| min reg2reg | s1_cs[4] | t1_rd | 0.39 | 0 |
| max in group asynchronous | rstn | rd_addr_2[26] | 15.38 | 4 |
| min in group asynchronous | rstn | cnt_t0_1[2] | 3.60 | 1 |
-- critical path, stage by stage --
cell             delay (ns)
buf_6                  0.27
buf_4                  0.68
buf_4                  0.75
buf_4                  0.64
a221oi_1               0.19
o311ai_0               0.37
o21ai_0                0.16
o21ai_0                0.58
clkdlybuf4s50_1        0.60
Power is estimated from default activity; no workload was simulated.
