[design.v]
`timescale 1ns/1ps
module  reg_file(
    input           clk,
    input           rstn,
    input   [4:0]   r_reg1,
    input   [4:0]   r_reg2,
    input   [4:0]   w_reg,
    input   [63:0]  w_data,
    input           w_en,
    output  reg [63:0]  r_data1,
    output  reg [63:0]  r_data2
);
reg [63:0]  mem [31:0];
always @(posedge clk) begin
    if(w_en)   
    begin
        mem[w_reg]  <=  w_data;
    end
end
always  @(posedge clk)    begin
    if(!rstn)   begin
        r_data1 <=  'd0;
        r_data2 <=  'd0;
    end
    else    begin
        r_data1 <=  mem[r_reg1];
        r_data2 <=  mem[r_reg2];
    end
end
integer i;
initial begin
    for(i=0;i<32;i=i+1) begin
        mem[i]  <=  'd0;
    end
end
wire [63:0] x0  =mem[0];
wire [63:0] x1  =mem[1];
wire [63:0] x2  =mem[2];
wire [63:0] x3  =mem[3];
wire [63:0] x4  =mem[4];
wire [63:0] x5  =mem[5];
wire [63:0] x6  =mem[6];
wire [63:0] x7  =mem[7];
wire [63:0] x8  =mem[8];
wire [63:0] x9  =mem[9];
wire [63:0] x10  =mem[10];
wire [63:0] x11  =mem[11];
wire [63:0] x12  =mem[12];
wire [63:0] x13  =mem[13];
wire [63:0] x14  =mem[14];
wire [63:0] x15  =mem[15];
wire [63:0] x16  =mem[16];
wire [63:0] x17  =mem[17];
wire [63:0] x18  =mem[18];
wire [63:0] x19  =mem[19];
wire [63:0] x20  =mem[20];
wire [63:0] x21  =mem[21];
wire [63:0] x22  =mem[22];
wire [63:0] x23  =mem[23];
wire [63:0] x24  =mem[24];
wire [63:0] x25  =mem[25];
wire [63:0] x26  =mem[26];
wire [63:0] x27  =mem[27];
wire [63:0] x28  =mem[28];
wire [63:0] x29  =mem[29];
wire [63:0] x30  =mem[30];
wire [63:0] x31  =mem[31];
endmodule
[run.sh]
#!/bin/bash
# OpenROAD 26Q1-2900-gdf79404cd8, Yosys 0.63+post, stock flow scripts
make -C /OpenROAD-flow-scripts/flow DESIGN_CONFIG=/design/flow/config.mk WORK_HOME=/design/flow/orfs finish
[config.mk]
export PLATFORM = sky130hd
export DESIGN_NAME = reg_file
export DESIGN_NICKNAME = reg_file
export VERILOG_FILES = /design/flow/design.v
export SDC_FILE = /design/flow/constraint.sdc
export NUM_CORES = 4
export LEC_CHECK = 1
export CORE_UTILIZATION = 30
[constraint.sdc]
current_design reg_file

set clk_period 7.9
set clk_io_pct 0.2

create_clock -name clk0 -period $clk_period [get_ports {clk}]

set non_clock_inputs [all_inputs -no_clocks]
set_input_delay [expr $clk_period * $clk_io_pct] -clock clk0 $non_clock_inputs
set_output_delay [expr $clk_period * $clk_io_pct] -clock clk0 [all_outputs]
==> impl_metrics.tcl <==
# metrics dict for downstream scripts
set metrics [dict create \
    run_status "finished, final reports clean" \
    area_growth_pct 16.7 \
    remaining_drc_errors 0 \
    worst_skew_pair.late_latency_ps 920 \
    post-synth-top-area-fraction_pct 63.5 \
    ioPinCount 210 \
    cp-start-kind "primary input" \
    ctsHtreeMaxLevel 4 \
    syn-cell-area_mm2 0.0969 \
    cp_data_arrival_time_ps 5110 \
    ys.flops 2176 \
    setup_viol 0 \
    postRouteAntennaNets 0 \
    finalSetupTns_ps 0 \
    yosys_warnings 1 \
    yosysCellCount 4880 \
    tritoncts.num_buffers 242 \
    power.ir.vdd_worst_uv 187 \
    ff_type "sky130_fd_sc_hd__edfxtp_1" \
    first_global_vias 61200 \
    worstSetupEndpointType "flop" \
    numClockSinks 2176 \
    synthCells 4880 \
    netlist-cell-type-count 48 \
    area_leaders "sky130_fd_sc_hd__edfxtp_1 63%, sky130_fd_sc_hd__mux4_2 22%, sky130_fd_sc_hd__mux2i_1 3.1%" \
    netlist.top_cell.by_instances "sky130_fd_sc_hd__edfxtp_1" \
    power_density_mw_per_mm2 232 \
    place_hpwl_mm 194 \
    cts_resizes 0 \
    edf_count 2048 \
    gp_routability_congestion 0.873 \
    timing.hold.worst.start "mem[3][14]$_DFFE_PP_" \
    netlist.top_cell.by_area "sky130_fd_sc_hd__edfxtp_1" \
    number_of_filler_instances_in_the_final_layout 29400 \
    post_synth_most_frequent_cells "2048 x sky130_fd_sc_hd__edfxtp_1, 936 x sky130_fd_sc_hd__mux4_2, 297 x sky130_fd_sc_hd__mux2i_1, 176 x sky130_fd_sc_hd__nor2_1, 159 x sky130_fd_sc_hd__o22ai_1" \
    wire_length_of_the_first_global_routing_pass_mm 461 \
    initialDrtViolationCount 3670 \
    fp.dieArea_mm2 0.325 \
    grt_usage_pct 21.7 \
    placed_cells 9341 \
    timing.critical_path.buf_inv 5 \
    rsz0062_at_grt "false" \
    clk_pin_slew_ps 60 \
    worst_min_delay_path_category "flop to flop" \
    final.min_clock_period_ps 4290 \
    drtPass1Iterations 5 \
    openroad.warnings 27 \
    slew_violations 0 \
    routedWlPerCell_um 33.5 \
    finalWirelength_mm 328 \
    die_w_um 570 \
    cts_root_buffer "sky130_fd_sc_hd__clkbuf_16" \
    fp.dieH_um 570 \
    holdBufCountCts 0 \
    clock_skew_ps 42.5 \
    hold_viol_final 0 \
    static-leakage-power_uw 0.0356 \
    dp_area_mm2 0.105 \
    io_buffers 209 \
    maximum_clock_path_buffer_count 4 \
    number_of_antenna_violations_at_the_first_check_in_global_routing 20 \
    worstMarginPinSlew_ps 1070 \
    std_cell_rows 208 \
    totalPowerFinal_uw 26300 \
    syn_area_per_cell_um2 19.9 \
    cts_setup_buffers 0 \
    synth-async-reset-ratio_pct 0 \
    final_cells 9801 \
    grt.overflow.total 0 \
    routed-via-count 54500 \
    worst-setup-path-type "primary input to flop" \
    final_layout_size_suffix_gt1_share_pct 31.8 \
    critical_path.reg2reg.startpoint "mem[3][47]$_DFFE_PP_" \
    detail_route.vias_per_cell 5.56 \
    critPathMaxStageDelay_ps 590 \
    layout.cell_area.non_filler_mm2 0.113 \
    timing.critical_path.max_delay_family "buffers and inverters" \
    core_region_area_mm2 0.321 \
    grt_max_degree 87 \
    initial_utilization_pct 30.2 \
    tritoncts_clock_tree "done" \
    timing.max_cap.violations 0 \
    synth_sequential_area_ratio_pct 66.1 \
    path_cells "buf_8 > buf_12 > buf_4 > buf_4 > mux4_2 > mux2_2 > o21ai_0 > nor4_1 > buf_4" \
    worst_ep_required_time_ps 8720 \
    critPathLaunch "r_reg2[1]" \
    final_core_utilization_pct 35.2 \
    yosys-stat-area_mm2 0.0969 \
    finalClockPeriodUsage_pct 54.3 \
    achievable-frequency_mhz 233 \
    slew-limit-headroom_pct 28.3 \
    timing.critical_path.slowest_stage_cell "sky130_fd_sc_hd__buf_4" \
    critical-path-top-cell-by-count "sky130_fd_sc_hd__buf_4" \
    worst-path-max-fanout 75 \
]
[state kept, by name, indices dropped and copies added, names as in the netlist]
signal	flops
mem	2048
r_data2	64
r_data1	64
[area by class of cell]
type	instances	area [um^2]	area share (%)
Antenna cell	14	35.0	0.0310
Clock buffer	320	6540	5.78
Clock inverter	126	1300	1.15
Inverter	3	11.3	0.00996
Multi-Input combinational cell	2337	31100	27.5
Sequential cell	2176	64100	56.6
Tap cell	4305	5390	4.76
Timing Repair Buffer	520	4720	4.17
[cell families (layout without fill, tap and decap cells)]
group / Yosys count / in the layout / synth area share, %
other: 0 / 14 / 0
AND-OR/OR-AND: 525 / 525 / 3.69
flip-flops: 2176 / 2176 / 66.1
multiplexers: 1293 / 1293 / 25.5
AND/OR/NAND/NOR: 519 / 519 / 2.50
buffers and inverters: 367 / 969 / 2.18
[worst reg2reg max path, cell delays in order (launching register included)]
cell	delay [ps]
sky130_fd_sc_hd__edfxtp_1	380
sky130_fd_sc_hd__mux4_2	490
sky130_fd_sc_hd__mux2i_1	140
sky130_fd_sc_hd__nor2_1	50
sky130_fd_sc_hd__a2111oi_0	730
sky130_fd_sc_hd__a211oi_1	230
[worst paths after layout]
check | depth (start not counted) | endpoint | slack (ps)
worst max register to register | 5 | r_data2[47]$_SDFF_PN0_ | 5680
worst max-delay path | 9 | r_data2[2]$_SDFF_PN0_ | 3610
worst min-delay path | 3 | r_data1[14]$_SDFF_PN0_ | 720
worst min register to register | 3 | r_data1[14]$_SDFF_PN0_ | 720
[layout by cell type, fill, tap and decap left out, types with 128 or more instances in the layout]
cell type / instances
sky130_fd_sc_hd__buf_4: 291
sky130_fd_sc_hd__dfxtp_1: 128
sky130_fd_sc_hd__nand2_1: 149
sky130_fd_sc_hd__clkbuf_16: 245
sky130_fd_sc_hd__clkdlybuf4s50_1: 198
sky130_fd_sc_hd__mux4_2: 936
sky130_fd_sc_hd__edfxtp_1: 2048
sky130_fd_sc_hd__mux2i_1: 297
sky130_fd_sc_hd__nor2_1: 141
sky130_fd_sc_hd__o22ai_1: 159
[through the flow]
stage / hold WS (ps) / setup WS, ps
final: 723 / 3610
after global routing: 744 / 3420
after CTS: 722 / 3670
after detailed placement: 715 / 2750
after global placement: 701 / 2670
after floorplan: 575 / 2500
[where the power goes]
part | leakage [uW] | switching [uW] | internal (uW) | total [uW]
combinational | 0.0123 | 1200 | 893 | 2100
clock | 0.00384 | 4770 | 6470 | 11200
sequential | 0.0195 | 113 | 12800 | 12900
total | 0.0356 | 6090 | 20200 | 26300
[layer usage]
metal  vias to the layer above  track usage (%)  part of all wire, %
met5                         -            0.941                 0.17
met4                        33             6.78                  4.0
met3                       693             19.2                   20
met2                      4374             32.2                   46
met1                     27600             22.2                   30
li1                      21900                -                    -
No activity file was given, so power comes from the tool's default toggle rates.
