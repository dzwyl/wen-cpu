==> design/flow/design.v <==
`timescale 1ns/1ps
module channel(
    input clk,
    input rstn,
    input clr_0,
    input wr_0,
    input rd_0,
    input [31:0] wdata_0,
    output[31:0]rdata_0 ,
    output full_0,
    output empty_0,
    input clr_1,
    input wr_1,
    input rd_1,
    input [31:0] wdata_1,
    output[31:0]rdata_1 ,
    output full_1,
    output empty_1,
    input clr_2,
    input wr_2,
    input rd_2,
    input [31:0] wdata_2,
    output[31:0]rdata_2 ,
    output full_2,
    output empty_2,
    input clr_3,
    input wr_3,
    input rd_3,
    input [31:0] wdata_3,
    output[31:0]rdata_3 ,
    output full_3,
    output empty_3
);
fifo u0_fifo (
    .clk    (clk),
    .rstn   (rstn),
    .clear  (clr_0),
    .wr     (wr_0),
    .rd     (rd_0),
    .wdata  (wdata_0),
    .rdata  (rdata_0),
    .full   (full_0),
    .empty  (empty_0)
);
fifo u1_fifo (
    .clk    (clk),
    .rstn   (rstn),
    .clear  (clr_1),
    .wr     (wr_1),
    .rd     (rd_1),
    .wdata  (wdata_1),
    .rdata  (rdata_1),
    .full   (full_1),
    .empty  (empty_1)
);
fifo u2_fifo (
    .clk    (clk),
    .rstn   (rstn),
    .clear  (clr_2),
    .wr     (wr_2),
    .rd     (rd_2),
    .wdata  (wdata_2),
    .rdata  (rdata_2),
    .full   (full_2),
    .empty  (empty_2)
);
fifo u3_fifo (
    .clk    (clk),
    .rstn   (rstn),
    .clear  (clr_3),
    .wr     (wr_3),
    .rd     (rd_3),
    .wdata  (wdata_3),
    .rdata  (rdata_3),
    .full   (full_3),
    .empty  (empty_3)
);
endmodule
`timescale 1ns/1ps
module fifo(
    input clk,
    input rstn,
    input clear,
    input wr,
    input rd,
    input [31:0]wdata,
    output reg [31:0]rdata ,
    output full,
    output empty
);
parameter n=7;
reg [31:0]mem [0:n];
reg [9:0]wr_ptr;
reg [9:0]rd_ptr;
reg full_in;
reg empty_in;
always @(posedge clk or negedge rstn)         
    if (!rstn)
        wr_ptr<=0;
    else if (clear)
        wr_ptr<=0;
    else if (wr)
        wr_ptr<=wr_ptr+1;
always @(posedge clk or negedge rstn)
    if (!rstn)
        rd_ptr<=0;
    else if (clear)
        rd_ptr<=0;
    else if (rd)
        rd_ptr<=rd_ptr+1;
always @(posedge clk)                
    if (wr)
        mem[wr_ptr]<=wdata;
always @(posedge clk or negedge rstn)
    if (!rstn)
        rdata<=0;
    else if (rd)
        rdata<=mem[rd_ptr];
always @(posedge clk or negedge rstn)
    if (!rstn)
        full_in<=0;
    else if (wr && (wr_ptr+1==rd_ptr) && (~rd) || wr_ptr==n && rd_ptr==0 )           
        full_in<=1;
    else if (rd && (~wr)) 
        full_in<=0;
assign full=full_in || (wr && (wr_ptr+1==rd_ptr) && (~rd));
always @(posedge clk or negedge rstn)
    if (!rstn)
        empty_in<=1;
    else if (rd && (rd_ptr+1==wr_ptr) && (~wr))
        empty_in<=1;
    else if (wr && (~rd)) 
        empty_in<=0;
assign empty=empty_in || (rd && (rd_ptr+1==wr_ptr) && (~wr));
endmodule
==> design/flow/run.sh <==
#!/bin/bash
# OpenROAD 26Q1-2900-gdf79404cd8, Yosys 0.63+post, stock flow scripts
make -C /OpenROAD-flow-scripts/flow DESIGN_CONFIG=/design/flow/config.mk WORK_HOME=/design/flow/orfs finish
==> design/flow/config.mk <==
export PLATFORM = sky130hd
export DESIGN_NAME = channel
export DESIGN_NICKNAME = channel
export VERILOG_FILES = /design/flow/design.v
export SDC_FILE = /design/flow/constraint.sdc
export NUM_CORES = 4
export LEC_CHECK = 1
export CORE_UTILIZATION = 40
==> design/flow/constraint.sdc <==
current_design channel

set clk_period 5.4
set clk_io_pct 0.2

create_clock -name clk0 -period $clk_period [get_ports {clk}]

set non_clock_inputs [all_inputs -no_clocks]
set_input_delay [expr $clk_period * $clk_io_pct] -clock clk0 $non_clock_inputs
set_output_delay [expr $clk_period * $clk_io_pct] -clock clk0 [all_outputs]
==> impl_metrics.toml <==
# flow metrics
[synthesis]
ys_chip_area_um2 = 49400
topCellsByArea = "edfxtp_1, mux4_2, dfrtp_1, mux2i_1, nor2_1"
most_common_cell = "edfxtp_1"
synthDistinctLibCells = 73
top_area_share_pct = 62.2
synth_area_um2 = 49400
ys_seq_share_pct = 73.2
ys_cells = 2756
top_area_cell = "edfxtp_1"
synthCells = 2756
yosysWarnings = 1
syn_area_per_cell_um2 = 17.9
synth-edff-count = 1024
ys_ff = 1240
yosys-top-cells-count = "edfxtp_1, nor2_1, mux4_2"
ys.flop_type = "edfxtp_1"
synthArstFlopShare_pct = 17.4

[final_timing]
tightest_slew_ns = 0.908
clock.fmax_ghz = 0.202
drv_slew = 0
relSlewSlack_pct = 39.3
period_used_pct = 91.8
grt_setup_unrepaired = "false"
hold_violations = 0
fin_skew_ns = 0.0225
final-setup-viol-count = 0
min_period_ns = 4.96
tns_ns = 0

[run_status]
status = "finished clean"

[clocking]
clockBufferDepth = 3
root_buffer = "clkbuf_16"
cts-resized-gates = 0
hold_buffers = 0
clk_latency_ns = 0.76
clk_pin_slew_ns = 0.06
h-tree-depth = 4
cts_setup_buffers = 0
cts.sinks = 1240
numCtsBuffers = 133
cts_tree = "done"

[critical_path]
cp-start-kind = "flip-flop"
crit_buf_inv = 2
worstPathCellList = "buf_4 -> and3_1 -> nor4b_1 -> a21oi_1 -> nor4_1 -> or2_1 -> clkdlybuf4s50_1"
cp_max_fo = 24
crit_family = "simple AND/OR/NAND/NOR gates"
cp.required_ns = 4.32
end_kind = "output port"
crit_type = "flip-flop to output port"
slowest_stage = "dfrtp_2"
cpPeakStageDelay_ns = 0.81
cp.arrival_ns = 3.88

[die]
placementRows = 128
pin_count = 278
coreArea_um2 = 122000
initial_core_util_pct = 40.4
die_y_um = 354
die_area_um2 = 125000
die_w_um = 354

[global_routing]
grt_max_degree = 75
grt_pass1_wl_um = 162000
grt-ovfl-total = 0
grt_pass1_vias = 27600
grt_usage_pct = 18.5
grt_antenna_before_repair = 9

[placement]
port_buffers = 277
post-dp-hpwl_um = 59900
place_inst = 4540
gp_congestion = 0.855

[finish]
nFillCells = 9869
fin_cells = 4784
layout-drive-gt1-share_pct = 18.3
synthToLayoutAreaGrowth_pct = 18.4

[detailed_routing]
dr.pass1.iters = 5
wire_per_inst_um = 21.9
avgViaCountPerCell = 5.30
drc = 0
vias = 25300
ant_nets = 0
routed_wl_um = 105000
drt_iter0_drc = 1380

[pwr]
ir_drop_v = 0.000326
p_per_area_nw_per_um2 = 368
leakage_uw = 0.0190

[worst_hold_path]
hp-class = "primary input to async pin"

[job]
warning_count = 30
drv_cap = 0
==> worst paths after layout <==
path	end	slack [ns]	from	depth (start not counted)
worst min-delay path	u3_fifo.rdata[31]	0.27	rstn	1
max in group asynchronous	u0_fifo.rdata[30]	3.78	rstn	3
worst max-delay path	empty_2	0.44	u2_fifo.rd_ptr[2]	7
worst min register to register	u0_fifo.full_in	0.48	u0_fifo.full_in	1
worst max register to register	u0_fifo.rdata[6]	2.55	u0_fifo.rd_ptr[0]	5
min in group clk0	u0_fifo.full_in	0.48	u0_fifo.full_in	1
==> state kept, by name (all words and copies together) (netlist names), 10 cells and up <==
name	count
u2_fifo.rdata	32
u1_fifo.rd_ptr	10
u0_fifo.rd_ptr	10
u2_fifo.mem	256
u0_fifo.wr_ptr	10
u0_fifo.mem	256
u2_fifo.rd_ptr	10
u1_fifo.rdata	32
u2_fifo.wr_ptr	10
u3_fifo.rd_ptr	10
u1_fifo.wr_ptr	10
u0_fifo.rdata	32
u3_fifo.rdata	32
u3_fifo.wr_ptr	10
u3_fifo.mem	256
u1_fifo.mem	256
==> logic make-up (layout without fill, tap and decap cells) <==
logic type | count (synthesis) | in the layout | share of synthesized area (%)
buf+inv | 200 | 601 | 1.62
other cells | 0 | 2 | 0
flops | 1240 | 1240 | 73.2
simple gates | 545 | 545 | 5.23
mux | 399 | 399 | 14.6
xor+xnor | 135 | 135 | 2.43
fa+ha+maj | 13 | 13 | 0.324
compound gates | 224 | 224 | 2.67
==> worst reg2reg max path, cell delays in order (launching register included) <==
cell and delay, ns:
dfrtp_4 0.47, buf_4 0.58, buf_4 0.70, mux4_2 0.61, mux2i_1 0.24, a21oi_1 0.11
==> cell type report <==
| type | instances | area [µm²] | share of cell area, % |
|---|---|---|---|
| antenna | 2 | 5.00 | 0.00855 |
| clock buffer | 185 | 3750 | 6.41 |
| clock inverter | 57 | 533 | 0.911 |
| inverter | 18 | 67.6 | 0.115 |
| multi-input combinational | 1316 | 12700 | 21.6 |
| sequential | 1240 | 36200 | 61.9 |
| tap | 1625 | 2030 | 3.48 |
| timing repair buffer | 341 | 3280 | 5.60 |
==> layout by cell type (no fill, tap or decap), drive strengths merged, types with 75 or more instances in the layout <==
master         instances
dfrtp                212
nand2                 75
mux2i                142
edfxtp              1024
clkdlybuf4s50        272
a21oi                145
nor2                 257
xor2                  80
clkbuf               185
mux4                 256
==> layer usage <==
| layer | vias up | track usage [%] | share of wire [%] |
|---|---|---|---|
| li1 | 11400 | - | - |
| met1 | 12500 | 24.1 | 36 |
| met2 | 1299 | 28.5 | 50 |
| met3 | 157 | 11.2 | 12 |
| met4 | 14 | 3.20 | 2.0 |
| met5 | - | 0.0755 | 0.073 |
==> where the power goes <==
group	internal, µW	switching [µW]
sequential	10800	206
combinational	958	827
clock	5170	3610
total	16900	4640
==> per-stage QoR <==
step	power, µW	setup WS [ns]	hold slack (ns)	instance area, µm²	utilization, %
2_1_floorplan	12000	1.20	0.451	49400	-
3_3_place_gp	13000	0.659	0.476	54200	44.4
3_5_place_dp	13000	0.643	0.475	54200	44.4
4_1_cts	21800	0.318	0.217	58500	47.9
5_1_grt	22300	0.151	0.258	58500	47.9
6_report	21500	0.441	0.266	58500	47.9
Power is estimated from default activity; no workload was simulated.
